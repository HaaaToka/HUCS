**design/flow/run.sh**
```bash
#!/bin/bash
# OpenROAD 26Q1-2900-gdf79404cd8, Yosys 0.63+post, stock flow scripts
make -C /OpenROAD-flow-scripts/flow DESIGN_CONFIG=/design/flow/config.mk WORK_HOME=/design/flow/orfs finish
```
**design/flow/config.mk**
```make
export PLATFORM = sky130hd
export DESIGN_NAME = counter
export DESIGN_NICKNAME = counter
export VERILOG_FILES = /design/flow/design.v
export SDC_FILE = /design/flow/constraint.sdc
export NUM_CORES = 4
export LEC_CHECK = 1
export CORE_AREA = 10 10 70 70
export DIE_AREA = 0 0 80 80
```
**design/flow/constraint.sdc**
```tcl
current_design counter

set clk_period 2.7
set clk_io_pct 0.2

create_clock -name clk0 -period $clk_period [get_ports {clk}]

set non_clock_inputs [all_inputs -no_clocks]
set_input_delay [expr $clk_period * $clk_io_pct] -clock clk0 $non_clock_inputs
set_output_delay [expr $clk_period * $clk_io_pct] -clock clk0 [all_outputs]
```
**design/flow/design.v**
```verilog
`timescale 1ns / 1ps
module counter(clk,rst,mode,counter);
	input clk,rst,mode;
	output [4:0] counter;
	reg [4:0] state,next;
	localparam	S0=5'b00001,
					S1=5'b01000,
					S2=5'b00011,
					S3=5'b10101,
					S4=5'b10000;
	always @(state,mode)
		case (state)
			S0: if (mode) next=S4;
				 else	 next=S1;
			S1: if (mode) next=S0;
				 else	 next=S2;
			S2: if (mode) next=S1;
				 else	 next=S3;
			S3: if (mode) next=S2;
				else	 next=S4;
			S4: if (mode) next=S3;
				else	 next=S0;
			default: next = 5'bxxxxx;
		endcase
	always @(negedge rst ,posedge clk)
		if(!rst) state<=S0;
		else  state<=next;
	assign counter=state;
endmodule 
```
==> summary.txt <==
yosys + openroad results -> count of library flops with an enable pin=0, met1 WL=335 um, Max Clk Rate=0.5247 GHz, vias in the first global route=297, Crit-path slowest cell=dfstp_2, worst setup slack for register-to-register paths=1.21 ns, Data required, critical path=2.16 ns, crit start category=flop, Initial Utilization=10.11%, element type at the critical path end=primary output, distinct lib cells=26, Max H-tree Level=1, CTS tree=yes, Post-Route Skew=0.002003 ns, worst IR drop on VDD=0.1786 mV, share of flip-flops with an asynchronous set or reset=100.0%, initial antenna violation count=0, crit path launch=state[0], R2R cell count=3, Max Slew Vio Count=0, tool warnings=25, core area=3416 um2, # port buffers=7, global-route wire length before repair=1317 um, post-route minimum period=1.906 ns, worst rel slew slack=78.64%, Die Height=80 um, Comb power frac=32.9%, Biggest register=state, share of cells above drive strength 1=11.11%, Yosys reg bits=5, largest net degree at the start of global routing=13, reg2reg start=state[0], Clock Pin Slew Worst Setup and Hold Paths=0.04 ns, CTS max path bufs=2, synthesized cell area=345.3 um2, # diodes=0, setup_tns=0 ns, crit-path max FO=11, Routed WL=794 um, clock sink total=5, biggest regs=state x5, drt pass-1 iters=4, PostCTS Resize Cnt=0, Hold Path Class=input port to async pin, cells along the critical path=clkdlybuf4s50_1, CP Class=flop to primary output, status=finished clean, Post-CTS Setup Bufs=0, RD Place Congestion=0.7624, final hold violation count=0, max-cap violations=0, Synth Area per Inst=9.088 um2, Seq pwr share=43.1%, cells after synthesis=38, setup violators final=0, CP peak stage delay=0.62 ns, I/O pin count=8, R2R Path End=state[3], Clock power frac=24.0%, crit path DAT=1.37 ns, max reg flops=5, Highest Signal Layer=met4, Late-Pin Clk Latency=0.24 ns, Power Density=752.7 nW/um2, Sw Pwr=117.2 uW, Fill cells=394, dominant register cell=dfrtp_1, Std-Cell Rows=21, unrepaired setup endpoints after global routing=false, Sw Ratio=32.83%, Final Cycle Share=70.59%, P_leak=0.0001692 uW, Root Driver=clkbuf_4, metal2 WL=336 um, Routed Antenna Nets=0, Post-CTS Hold Fix Bufs=0, # Cells Yosys=38, Yosys chip area=345.3 um2, hpwl dp=580.5 um, vias=332, CP bufs+invs=1, Tot GR Track Use=2.553%, Post-synth seq share=36.59%, # DRC=0, total clock buffers created by CTS=3, wire length on met3=95 um, Die Span X=80 um, crit-path leading delay family=flip-flops, Wirelength per Cell=8.725 um, final worst setup slack=0.7942 ns, DR vias/cell=3.648, total power draw=356.9 uW, Worst-Margin Slew=0.3161 ns, Layout Area Growth over Synthesis=37.32%, DRT iter0 DRCs=38, Setup WS pre-CTS=0.6757 ns, yosys warns=1, Cell Int Power=239.8 uW, Hold Slack=0.5181 ns, die area=6400 um2, GRT overflow=0
## per-layer routing
layer | track usage [%] | up-vias
li1 | - | 160
met1 | 3.146 | 150
met2 | 3.612 | 20
met3 | 1.477 | 2
met4 | 0.8803 | 0
met5 | 0 | -
## cell families after synthesis
logic type | Yosys count | synth area share, %
simple gates | 18 | 35.87
buf+inv | 6 | 9.417
compound gates | 9 | 18.12
flops | 5 | 36.60
## power by group through the flow
stage | logic, uW | clock network [uW] | registers [uW]
after CTS | 120 | 90.3 | 154
after global routing | 134 | 96.2 | 161
final | 117 | 85.6 | 154
## per-stage QoR
| stage | cell area [um2] | std cells | util [%] |
|---|---|---|---|
| 3_5_place_dp | 447.9 | 87 | 13.11 |
| 4_1_cts | 474.2 | 91 | 13.88 |
| 3_3_place_gp | 447.9 | 87 | 13.11 |
| 2_1_floorplan | 345.3 | 38 | - |
| 5_1_grt | 474.2 | 91 | 13.88 |
| 6_report | 474.2 | 91 | 13.88 |
## placed cells by master, fill, tap and decap left out
| master | instances |
|---|---|
| or4b_4 | 1 |
| or3_1 | 1 |
| nor2_1 | 3 |
| clkbuf_1 | 1 |
| dfrtp_1 | 4 |
| inv_1 | 2 |
| dfstp_2 | 1 |
| and3b_1 | 1 |
| nor4_1 | 1 |
| o211ai_1 | 1 |
| o22a_1 | 1 |
| clkdlybuf4s50_1 | 7 |
| nand3b_1 | 1 |
| nor4bb_1 | 2 |
| nand2b_1 | 2 |
| a31oi_1 | 1 |
| clkbuf_4 | 3 |
| nand3_1 | 1 |
| nand2_1 | 1 |
| o21ai_0 | 4 |
| a221oi_1 | 1 |
| and4_1 | 1 |
| nor3_1 | 1 |
| o2111a_1 | 1 |
| nor3b_1 | 2 |
## how the worst max path moves through the flow
stage	cells past startpoint	endpoint
CTS	1	counter[0]
global route	1	counter[0]
finish	1	counter[0]
## layout make-up
type | instances | area (um2) | area share [%]
well taps | 46 | 57.56 | 12.14
multi-input cells | 27 | 186.4 | 39.31
flip-flops and latches | 5 | 126.4 | 26.65
repair buffers | 7 | 70.07 | 14.78
inverters | 2 | 7.507 | 1.583
clock buffers | 4 | 26.28 | 5.541
## synthesized netlist by cell type (2+ instances only)
library cell | n | share of area [%]
nand2b_1 | 2 | 3.6
nor3b_1 | 2 | 4.3
dfrtp_1 | 4 | 29
nor4bb_1 | 2 | 5.8
o21ai_0 | 4 | 5.8
inv_1 | 2 | 2.2
nor2_1 | 3 | 3.3
Power and IR drop assume default switching activity.
