## design/flow/run.sh

```bash
#!/bin/bash
# OpenROAD 26Q1-2900-gdf79404cd8, Yosys 0.63+post, stock flow scripts
make -C /OpenROAD-flow-scripts/flow DESIGN_CONFIG=/design/flow/config.mk WORK_HOME=/design/flow/orfs finish
```

## design/flow/config.mk

```make
export PLATFORM = sky130hd
export DESIGN_NAME = primeCounter
export DESIGN_NICKNAME = primeCounter
export VERILOG_FILES = /design/flow/design.v
export SDC_FILE = /design/flow/constraint.sdc
export NUM_CORES = 4
export LEC_CHECK = 1
export CORE_AREA = 10 10 70 70
export DIE_AREA = 0 0 80 80
```

## design/flow/constraint.sdc

```tcl
current_design primeCounter

set clk_period 1.3
set clk_io_pct 0.2

create_clock -name clk0 -period $clk_period [get_ports {clk}]

set non_clock_inputs [all_inputs -no_clocks]
set_input_delay [expr $clk_period * $clk_io_pct] -clock clk0 $non_clock_inputs
set_output_delay [expr $clk_period * $clk_io_pct] -clock clk0 [all_outputs]
```

## design/flow/design.v

```verilog
`timescale 1ns / 1ps
module jkffs(J,K,clock,Q,Qbar);
	input J,K,clock;
	output Q,Qbar;
	reg Q,Qbar;
	initial begin Q=1'b0; Qbar=1'b1; end
	always @(posedge clock)
		begin
				case({J,K})
					 {1'b0,1'b0}:begin Q=Q; Qbar=Qbar; end
					 {1'b0,1'b1}: begin Q=1'b0; Qbar=1'b1; end
					 {1'b1,1'b0}:begin Q=1'b1; Qbar=1'b0; end
					 {1'b1,1'b1}: begin Q=~Q; Qbar=~Qbar; end
				endcase
   end
endmodule
module primeCounter(
	input x,
	output [3:0]ot,
	input clk
	);
	wire q0,q1,q2,q3;
	jkffs f1(.J(1), .K(q1*q2), .clock(clk), .Q(ot[0]), .Qbar(q0));
	jkffs f2(.J(q3), .K(ot[0]*q2), .clock(clk), .Q(ot[1]), .Qbar(q1));
	jkffs f3(.J(ot[0]*ot[1]), .K(ot[1]+ot[3]), .clock(clk), .Q(ot[2]), .Qbar(q2));
	jkffs f4(.J(ot[2]*ot[1]), .K(q1), .clock(clk), .Q(ot[3]), .Qbar(q3));
endmodule
```

==> impl_metrics.ini <==
; yosys + openroad results
[run_status]
status = finished, final reports clean

[hold_path]
whs_path_depth = 1
worstHoldStart = f3.Qbar$_DFFE_PP_
hold_class = reg2reg
min_to = f1.Q$_SDFF_PN1_

[run]
log.warning_count = 26
cap_violations = 0

[synth]
ys_cells = 28
yosys.area.top_type_share_pct = 56.7
top_cells_by_count = edfxtp_1, buf_4, a21oi_1, nand2_1, inv_1
ys_seq_share_pct = 63.0
syn_area_per_cell_um2 = 11.4
synth_cells = 28
synth_warnings = 2
top_cell = edfxtp_1
synth.cell_area_um2 = 318
ys_ff = 7
async_flop_share_pct = 0
flop_cell = edfxtp_1
synth-edff-count = 6
yosys_area_um2 = 318
synth_cell_types = 15
synth_top_cell_by_area = edfxtp_1
top_cells_by_area = edfxtp_1, buf_4, dfxtp_1

[place]
dp.cells = 77
gp_congestion = 0.719
port_buffers = 4
placedInstanceArea_um2 = 408

[finish]
final_core_utilization_pct = 13.3
syn_to_final_growth_pct = 42.9
final_cells = 87
seq_area_um2 = 201
fillers = 391
final-comb-area_um2 = 80.1
drive_above_1_share_pct = 25.0
fin_area_um2 = 454

[global_route]
grt_util_all_layers_pct = 1.82
antenna_found_initial = 1
grt_max_degree = 7
grt_pass1_vias = 176
overflow = 0
grt_pass1_wl_um = 855

[final_timing]
slew_violations = 0
setup_viol = 0
rsz0062_at_grt = false
tns_ns = 0
hold_viol_final = 0
relSlewSlack_pct = 86.2
finalClockPeriodUsage_pct = 89.0
tightestPinTransition_ns = 0.207
fin_skew_ns = 0.00496
max_clock_freq_mhz = 864
post-route-min-period_ns = 1.16

[die]
rows = 21
dieArea_um2 = 6400
die_x_um = 80
core_area_um2 = 3420
ios = 6
fp.dieH_um = 80
fp_util_pct = 9.30

[route]
totalWireLength_um = 588
dr_wl_met3_um = 85
wl_met2_um = 236
first_pass_iters = 5
postRouteAntennaNets = 0
drt-met1-wl_um = 266
wl_per_cell_um = 6.76
drc = 0
routed_via_density = 2.56
highest_layer = met3
drt_iter0_markers = 20
vias = 223

[critical_path]
crit_slowest_cell = edfxtp_1
critPathMaxStageDelay_ns = 0.39
worstReg2RegEnd = f3.Qbar$_DFFE_PP_
critPathArrivalTime_ns = 0.90
cp_max_fo = 2
rrSetupSlack_ns = 0.25
crit_required_ns = 1.04
r2r.worst_path.cells = 2
criticalPathCategory = reg2out
path_cells = dlygate4sd2_1
reg2reg_from = f2.Q$_DFFE_PP_
cp-start-kind = flop
crit_buf_inv = 1
cp-end-kind = primary output
path_delay_family = flip-flops

[clock_tree]
cts_hold_buffers = 0
cts_buffers = 3
cts_tree = yes
cts_max_level = 1
path_clk_slew_ns = 0.05
clockBufferDepth = 2
cts_sinks = 7
root_buffer = clkbuf_4
insertion_delay_ns = 0.25

[pwr]
total_leakage_power_nw = 0.181
p_per_area_nw_per_um2 = 969
ir_drop_mv = 0.255
[cell type report]
type | count | area share, %
sequential | 7 | 44.4
multi-input combinational | 15 | 17.6
timing repair buffer | 8 | 15.2
tap | 46 | 12.7
clock buffer | 4 | 5.79
antenna | 5 | 2.75
inverter | 2 | 1.65
[power by group]
part / internal (mW) / leakage [nW] / switching [mW] / total [mW]
clock network: 0.117 / 0.0150 / 0.0823 / 0.200
registers: 0.240 / 0.0784 / 0 / 0.240
logic: 0 / 0.0880 / 0 / 0.0000000880
total: 0.358 / 0.181 / 0.0823 / 0.440
[timing repair]
action	4_1_cts	5_1_grt
endpoints found under the setup margin	4	1
buffers inserted	1	0
resized	4	1
[sequential cells by signal, indices dropped and copies added, names as in the netlist]
name / flops
f2.Q: 1
f4.Qbar: 1
f4.Q: 1
f1.Q: 1
f3.Qbar: 1
f2.Qbar: 1
f3.Q: 1
[layer usage]
metal	up-vias	track usage [%]
met5	-	0
met4	0	0.176
met3	0	2.27
met2	7	2.01
met1	99	2.18
li1	117	-
[layout by cell type (no fill, tap or decap), types with 2 or more instances in the layout]
master / n
clkbuf_4: 3
dlygate4sd2_1: 3
diode_2: 5
nand2_1: 3
buf_4: 4
inv_1: 2
a21oi_1: 3
edfxtp_1: 6
[logic make-up after synthesis]
| group | Yosys count | synth area share [%] |
|---|---|---|
| buffers and inverters | 6 | 11.8 |
| flip-flops | 7 | 63.0 |
| AND-OR/OR-AND | 7 | 13.0 |
| AND/OR/NAND/NOR | 8 | 12.2 |
[how the worst max path moves through the flow]
stage	startpoint	to	slack [ns]	depth (start not counted)
6_report	f4.Q$_DFFE_PP_	ot[3]	0.14	1
5_1_grt	f2.Q$_DFFE_PP_	ot[1]	0.08	1
4_1_cts	f1.Q$_SDFF_PN1_	ot[0]	0.009	1
[metrics by stage]
stage	hold WS, ns	power, mW	setup slack [ns]
after floorplan	0.446	0.245	0.194
after global placement	0.522	0.245	0.190
after detailed placement	0.523	0.245	0.179
after CTS	0.522	0.441	0.00941
after global routing	0.584	0.465	0.0839
final	0.523	0.440	0.143
Power and IR drop assume default switching activity.
